==> design/flow/config.mk <==
export PLATFORM = sky130hd
export DESIGN_NAME = SB64
export DESIGN_NICKNAME = SB64
export VERILOG_FILES = /design/flow/design.v
export SDC_FILE = /design/flow/constraint.sdc
export NUM_CORES = 4
export LEC_CHECK = 1
export CORE_UTILIZATION = 40
==> design/flow/constraint.sdc <==
current_design SB64

set clk_period 7.4
set clk_io_pct 0.2

create_clock -name clk0 -period $clk_period [get_ports {clk}]

set non_clock_inputs [all_inputs -no_clocks]
set_input_delay [expr $clk_period * $clk_io_pct] -clock clk0 $non_clock_inputs
set_output_delay [expr $clk_period * $clk_io_pct] -clock clk0 [all_outputs]
==> design/flow/design.v <==
`timescale 1ns / 1ps
module SB64(
    input clk,
    input rst,
    input start,
    input [63:0] x_in,
    input [7:0] rc,
    output [63:0] x_out,
    output reg valid = 0
    );
    reg [2:0] round = 0;
    reg [31:0] xi = 0, xj = 0;
    reg hold = 1;
    wire [31:0] rc_round, x0, x1;
    assign rc_round = {31'hFFFF_FFFF, rc[round]};
    assign x0 = x_in[31:0];
    assign x1 = x_in[63:32];
    assign x_out = {xj, xi};
    always @(posedge clk) begin
        valid <= 0;
        if (rst) begin
            round <= 0;
            hold <= 1;
        end else begin
            if (hold) begin
                if (start) begin
                    xi <= x0;
                    xj <= x1;
                    hold <= 0;
                end
            end else begin
                if (round[0]) begin
                    xj <= ({xi[26:0], xi[31:27]} & xi) ^ {xi[30:0], xi[31]} ^ xj ^ rc_round;
                end else begin
                    xi <= ({xj[26:0], xj[31:27]} & xj) ^ {xj[30:0], xj[31]} ^ xi ^ rc_round;
                end
                round <= round + 1;
                if (round == 7) begin
                    valid <= 1'b1; 
                    hold <= 1;
                end
            end
        end
    end
endmodule
==> design/flow/run.sh <==
#!/bin/bash
# OpenROAD 26Q1-2900-gdf79404cd8, Yosys 0.63+post, stock flow scripts
make -C /OpenROAD-flow-scripts/flow DESIGN_CONFIG=/design/flow/config.mk WORK_HOME=/design/flow/orfs finish
==> summary.txt <==
The layout was made with Yosys and OpenROAD.

The flow ran to the end, and the final reports show no timing, DRC or antenna violations. The standard cell core area is roughly 10000 µm². The clock latency on the worst-skew pair is 340 ps. The number of enable flip-flop cells is 64. The clock buffer count from CTS is 9.

The layout summary lists the proportion of cells stronger than drive strength 1 as 16.6%. The antenna diode count is 0. The filler cell count in the final layout is just under 900. The uppermost layer routed is met4. Between the synthesized netlist and the finished layout, the area growth was recorded as 41.1%.

Looking at the setup timing report, the critical path kind is flop to primary output. The top fanout value on the critical path is 5. The fraction of the yosys area taken by sequential cells is between 40% and 50%. The number of buffers between clock root and the deepest sink is 2.

The detailed-route via count is 3086. The iteration count of the initial detailed-routing pass is 4. The wire length per cell after detailed routing is 17.5 µm. The number of DRC violations after detailed-routing iteration 0 is between 100 and 150. Setup repair after global routing left no endpoint under its margin. Post-CTS timing repair inserted 0 buffers for setup.

The total tool warning count is 26. In the final report, the number of hold violations comes to 0. The data arrival time reported for the critical path is 1390 ps. The gate family responsible for the most delay along the worst path is buffers and inverters. Synthesis inferred 69 register bits. The type of element launching the critical path is a flop. The highest clock rate is 348 MHz. The estimated wirelength of the detail-placed design is 7990 µm. The total of buffers placed on input and output ports is 139. Counting the warning lines in the Yosys log gives 2. The average footprint of a synthesized cell is 12.1 µm². The worst hold path belongs to the class flop to flop. Per the post-CTS timing run, clock transition at the registers of the reported paths is 70 ps. The die outline width is 106 µm. The clock tree from TritonCTS is built.

The final-layout setup total negative slack is 0 ps. The element type at the critical path end is a primary output. In the per-layer summary, the met1 wirelength comes to about 5200 µm. The number of placed I/O pins is 140. The first global-routing pass estimated about 18000 µm of wire. The script parses the final routing iteration and logs DRC violations as 0. The reported leakage power is approximately 2.1 nW. Per the power-grid run, VDD falls by no more than 0.000108 V.

The number of antenna violations at the first check in global routing is 0. Sorting the synthesized cells by area gives the leading types as sky130_fd_sc_hd__edfxtp_1 (44%), sky130_fd_sc_hd__xnor2_1 (26%), sky130_fd_sc_hd__mux2_2 (16%), sky130_fd_sc_hd__nand2_1 (5.9%), sky130_fd_sc_hd__dfxtp_1 (2.3%). The cell area that synthesis handed to floorplanning was 4320 µm². In this run the critical path is formed by clkdlybuf4s50_1.

Post-CTS repair changed the size of 0 cells. The number of global-route vias before repair is 3212. The timing report shows that the slowest cell on the worst path is sky130_fd_sc_hd__clkdlybuf4s50_1. Per the detail_route log, met3 wirelength is 681 µm. The global route stage reports its total congestion overflow as 0.

The number of clock sinks seen by CTS is 69. The H-tree was split into 3 levels. In the synthesized netlist the async set-or-reset flop fraction comes to 0%. Buffers inserted to repair hold after CTS numbered 0. Per the gpl log, the routability congestion estimate is 0.825.

The critical path endpoint has a required time of 5920 ps. Setup violations remaining at the end of the flow were counted as 0. The cell at the root of the clock tree is sky130_fd_sc_hd__clkbuf_8. Entering global routing, the biggest net connects 48 pins.

The total wirelength of the detailed-routed design is 11200 µm. The die covers 11200 µm². The transition time of the tightest slew-check pin is 702 ps.

The power density relative to cell area is around 190 nW/µm². The final worst hold slack is 559 ps. The portion of the clock cycle consumed by the worst path in the final layout is 38.8%.

The yosys stat chip area is between 4000 and 5000 µm². The floorplan row count is 37. Per the detail_route report, vias per standard cell equal 4.81. Per the post-route antenna check, the number of violating nets is 0. The largest total area in the synthesized netlist belongs to sky130_fd_sc_hd__edfxtp_1. The smallest clock period supported by the final layout is computed as 2870 ps. In the Yosys report the total cell count is around 360. The delay contributed by the slowest stage of the critical path is 540 ps. Headroom to the max-slew limit came out at 53.2%.

The count of final max-slew check failures is 0. Global routing used between 20% and 30% of the available tracks. The report counts max-capacitance violations totalling 0.

The cell count after synthesis is 356. Per the synthesis report, the number of distinct cell types is 20. The share of Yosys cell area claimed by the top area cell type is 44.4%. The starting utilization of the core area is 41.5%. The commonest register cell is sky130_fd_sc_hd__edfxtp_1. The largest clock skew in the final design is between 6 and 7 ps. The worst path buffer plus inverter count is 1. The met2 wire length is 5320 µm. The chip height is 106 µm.
power by group:
part | internal, mW | leakage (nW) | total, mW | switching (mW)
logic | 0.197 | 1.33 | 0.287 | 0.0900
registers | 0.470 | 0.639 | 0.527 | 0.0570
clock network | 0.185 | 0.106 | 0.327 | 0.141
total | 0.852 | 2.07 | 1.14 | 0.288
through the flow:
step	utilization, %	setup slack [ps]	power [mW]	area (µm²)	cells
after floorplan	-	3820	0.696	4320	356
after global placement	56.6	4310	0.823	5900	626
after detailed placement	56.6	4260	0.826	5900	626
after CTS	58.6	4510	1.16	6100	641
after global routing	58.6	4460	1.20	6100	641
final	58.6	4530	1.14	6100	641
logic make-up (layout without fill, tap and decap cells):
kind of cell               count (synthesis)  count (layout)  share of synthesized area (%)
xor gates and xnor gates                 130             130                           26.3
buffers and inverters                      8             157                          0.781
AOI/OAI and AO/OA                          6               6                          0.694
muxes                                     67              67                           18.1
DFF                                       69              69                           46.8
and+or+nand+nor                           74              74                           6.71
adders and majority gates                  2               2                          0.579
cell usage after synthesis (2+ instances only):
cell and instances:
sky130_fd_sc_hd__xnor2_1 130, sky130_fd_sc_hd__nand2_1 68, sky130_fd_sc_hd__edfxtp_1 64, sky130_fd_sc_hd__mux2_2 62, sky130_fd_sc_hd__dfxtp_1 5, sky130_fd_sc_hd__a21oi_1 3
sky130_fd_sc_hd__buf_2 3, sky130_fd_sc_hd__clkbuf_1 3, sky130_fd_sc_hd__buf_1 2, sky130_fd_sc_hd__ha_1 2, sky130_fd_sc_hd__mux2i_1 2, sky130_fd_sc_hd__mux4_1 2
sky130_fd_sc_hd__nor2_1 2, sky130_fd_sc_hd__o21ai_1 2
registers in the layout, indices dropped and copies added, names as in the netlist:
| name | flops |
|---|---|
| hold | 1 |
| round | 3 |
| valid | 1 |
| xi | 32 |
| xj | 32 |
area by class of cell:
cell class	instances	area, µm²	area share, %
multi-input cells	279	2290	37.6
flip-flops and latches	69	2020	33.2
repair buffers	142	1410	23.2
well taps	136	170	2.79
clock buffers	9	124	2.03
clock inverters	6	78.8	1.29
placed cells by master (no fill, tap or decap):
master                            count
sky130_fd_sc_hd__clkdlybuf4s50_1    139
sky130_fd_sc_hd__xnor2_1            130
sky130_fd_sc_hd__nand2_1             68
sky130_fd_sc_hd__edfxtp_1            64
sky130_fd_sc_hd__mux2_2              62
sky130_fd_sc_hd__clkbuf_8             9
sky130_fd_sc_hd__dfxtp_1              4
sky130_fd_sc_hd__clkinv_2             3
sky130_fd_sc_hd__buf_4                3
sky130_fd_sc_hd__mux4_1               2
sky130_fd_sc_hd__o21ai_1              2
sky130_fd_sc_hd__a21oi_4              2
sky130_fd_sc_hd__mux2i_1              2
sky130_fd_sc_hd__nor2_1               2
sky130_fd_sc_hd__ha_1                 2
sky130_fd_sc_hd__bufinv_16            2
sky130_fd_sc_hd__mux2i_2              1
sky130_fd_sc_hd__or2_2                1
sky130_fd_sc_hd__or2b_1               1
sky130_fd_sc_hd__a21oi_1              1
sky130_fd_sc_hd__o21ai_0              1
sky130_fd_sc_hd__nand2b_1             1
sky130_fd_sc_hd__nor3b_1              1
sky130_fd_sc_hd__clkinv_1             1
sky130_fd_sc_hd__dfxtp_2              1
routing by layer:
metal / vias up / GRT usage (%)
met5: - / 0
li1: 1504 / -
met3: 6 / 5.32
met4: 0 / 1.29
met2: 103 / 34.1
met1: 1473 / 34.9
final timing paths:
kind	slack, ps	depth (start not counted)	from	end
worst max-delay path	4530	1	xj[26]	x_out[58]
worst min-delay path	560	2	round[0]	round[0]
worst max register to register	4650	4	hold	xj[3]
worst min register to register	560	2	round[0]	round[0]
No activity file was given, so power comes from the tool's default toggle rates.
